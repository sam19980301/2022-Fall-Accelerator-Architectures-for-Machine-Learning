### flow/design.v
module TPU(
    clk,
    rst_n,
    in_valid,
    K,
    M,
    N,
    busy,
    A_wr_en,
    A_index,
    A_data_in,
    A_data_out,
    B_wr_en,
    B_index,
    B_data_in,
    B_data_out,
    C_wr_en,
    C_index,
    C_data_in,
    C_data_out
);
input clk;
input rst_n;
input            in_valid;
input [7:0]      K;
input [7:0]      M;
input [7:0]      N;
output  reg      busy;
output           A_wr_en;
output [15:0]    A_index;
output [31:0]    A_data_in;
input  [31:0]    A_data_out;
output           B_wr_en;
output [15:0]    B_index;
output [31:0]    B_data_in;
input  [31:0]    B_data_out;
output           C_wr_en;
output [15:0]    C_index;
output [127:0]   C_data_in;
input  [127:0]   C_data_out;
parameter STATE_IDLE =      'd0;
parameter STATE_CALC =      'd1;
parameter STATE_WRITE =     'd2;
parameter STATE_OUTPUT =    'd3;
genvar idx, idy;
reg     [1:0] current_state, next_state;
reg     [5:0] cnt;           
reg     [5:0] subcnt;        
reg     [8:0] tile_cycle;    
reg     [1:0] write_cycle;   
wire    last_tile, last_tiles;
wire    not_finish_feedsig, finish_tile, finish_tiles, finish_calc, finish_write;
reg     [1:0] last_write_cycle;
reg     [7:0] A_row, A_col, B_row, B_col;
wire    [5:0] A_row_tile, B_col_tile;
reg     [127:0] C_data_in_reg;
reg     [7:0] in_left_buf_arr[3:0][3:0], in_top_buf_arr[3:0][3:0];
reg     pe_reset;
wire    [7:0] in_left_arr[3:0][3:0], in_top_arr[3:0][3:0];
wire    [7:0] out_bot_arr[3:0][3:0], out_right_arr[3:0][3:0];
wire    [31:0] out_sum_arr[3:0][3:0];
always @(posedge clk or negedge rst_n) begin
    if (!rst_n) current_state <= STATE_IDLE;
    else        current_state <= next_state;
end
always @(*) begin
    next_state = current_state;
    case (current_state)
        STATE_IDLE: if (in_valid)       next_state = STATE_CALC;
        STATE_CALC: if (finish_tile)    next_state = STATE_WRITE;
        STATE_WRITE: begin
            if (finish_write) begin
                if (finish_calc)        next_state = STATE_OUTPUT;
                else                    next_state = STATE_CALC;
            end
        end
        STATE_OUTPUT:                   next_state = STATE_IDLE;
        default:                        next_state = current_state;
    endcase
end
assign last_tile =          (B_col_tile == subcnt);
assign last_tiles =         (A_row_tile == cnt);
assign not_finish_feedsig = (current_state == STATE_CALC) && (tile_cycle <= A_col - 1);
assign finish_tile =        (tile_cycle == A_col + 6);
assign finish_tiles =       (last_tile) && (finish_tile);
assign finish_calc =        (last_tiles) && (finish_tiles);
assign finish_write =       (current_state == STATE_WRITE) && (write_cycle == 3);
always @(posedge clk or negedge rst_n) begin
    if (!rst_n)                 cnt <= 0;
    else if (finish_write) begin
        if (finish_calc)        cnt <= 0;
        else if (finish_tiles)  cnt <= cnt + 1;  
    end
end
always @(posedge clk or negedge rst_n) begin
    if (!rst_n)             subcnt <= 0;
    else if (finish_write) begin
        if (finish_tiles)   subcnt <= 0;
        else                subcnt <= subcnt + 1;  
    end
end
always @(posedge clk or negedge rst_n) begin
    if (!rst_n)                                                 tile_cycle <= 0;
    else if ((current_state == STATE_CALC) && (!finish_tile))   tile_cycle <= tile_cycle + 1;  
    else if (finish_write)                                      tile_cycle <= 0;
end
always @(posedge clk or negedge rst_n) begin
    if (!rst_n)                             write_cycle <= 0;
    else if (current_state == STATE_WRITE)  write_cycle <= write_cycle + 1;  
end
always @(posedge clk or negedge rst_n) begin
    if (!rst_n)                             busy <= 0;
    else if (in_valid)                      busy <= 1;
    else if (current_state == STATE_OUTPUT) busy <= 0;
end
assign A_wr_en =    0;
assign A_index =    cnt * A_col + tile_cycle;
assign A_data_in =  0;
assign B_wr_en =    0;
assign B_index =    subcnt * B_row + tile_cycle;
assign B_data_in =  0;
assign C_wr_en =    (current_state == STATE_WRITE) && !(last_tiles && (|A_row[1:0]) && (A_row[1:0] <= write_cycle));  
assign C_index =    (subcnt * A_row + cnt * 4) + write_cycle;  
assign C_data_in =  C_data_in_reg;
always @(*) begin
    case (write_cycle)
        'd0:        C_data_in_reg = {out_sum_arr[0][0], out_sum_arr[0][1], out_sum_arr[0][2], out_sum_arr[0][3]};
        'd1:        C_data_in_reg = {out_sum_arr[1][0], out_sum_arr[1][1], out_sum_arr[1][2], out_sum_arr[1][3]};
        'd2:        C_data_in_reg = {out_sum_arr[2][0], out_sum_arr[2][1], out_sum_arr[2][2], out_sum_arr[2][3]};
        'd3:        C_data_in_reg = {out_sum_arr[3][0], out_sum_arr[3][1], out_sum_arr[3][2], out_sum_arr[3][3]};
        default:    C_data_in_reg = 0;
    endcase
end
always @(posedge clk or negedge rst_n) begin
    if (!rst_n) begin
        A_row <= 0;
        A_col <= 0;
        B_col <= 0;
    end
    else if (in_valid) begin
        A_row <= M;
        A_col <= K;
        B_col <= N;
    end
end
always @(*) begin
    B_row = A_col;
end
assign A_row_tile = A_row[7:2] + |A_row[1:0] - 1;  
assign B_col_tile = B_col[7:2] + |B_col[1:0] - 1;  
generate
    for (idx=0; idx<4; idx=idx+1) begin
        always @(posedge clk or negedge rst_n) begin
            if (!rst_n)                     in_left_buf_arr[idx][idx] <= 0;
            else if (not_finish_feedsig)    in_left_buf_arr[idx][idx] <= A_data_out[(3-idx)*8+7:(3-idx)*8];
            else                            in_left_buf_arr[idx][idx] <= 0;
        end
        always @(posedge clk or negedge rst_n) begin
            if (!rst_n)                     in_top_buf_arr[idx][idx] <= 0;
            else if (not_finish_feedsig)    in_top_buf_arr[idx][idx] <= B_data_out[(3-idx)*8+7:(3-idx)*8];
            else                            in_top_buf_arr[idx][idx] <= 0;
        end
    end
    for (idx=1; idx<4; idx=idx+1) begin
        for (idy=0; idy< idx; idy=idy+1) begin
            always @(posedge clk or negedge rst_n) begin
                if (!rst_n) in_left_buf_arr[idx][idy] <= 0;
                else        in_left_buf_arr[idx][idy] <= in_left_buf_arr[idx][idy+1];
            end
            always @(posedge clk or negedge rst_n) begin
                if (!rst_n) in_top_buf_arr[idx][idy] <= 0;
                else        in_top_buf_arr[idx][idy] <= in_top_buf_arr[idx][idy+1];
            end
        end
    end
endgenerate
always @(posedge clk or negedge rst_n) begin
    if (!rst_n) pe_reset <= 1;
    else        pe_reset <= finish_write;
end
generate
    for (idx=0; idx<4; idx=idx+1) begin
        assign in_left_arr[idx][0] = in_left_buf_arr[idx][0];
    end
    for (idx=0; idx<4; idx=idx+1) begin
        for (idy=1; idy<4; idy=idy+1) begin
            assign in_left_arr[idx][idy] = out_right_arr[idx][idy-1];
        end
    end
    for (idy=0; idy<4; idy=idy+1) begin
        assign in_top_arr[0][idy] = in_top_buf_arr[idy][0];
    end
    for (idx=1; idx<4; idx=idx+1) begin
        for (idy=0; idy<4; idy=idy+1) begin
            assign in_top_arr[idx][idy] = out_bot_arr[idx-1][idy];
        end
    end
endgenerate
generate
    for (idx=0; idx<4; idx=idx+1) begin
        for (idy=0; idy<4; idy=idy+1) begin
            PE pe(
                .clk        (clk),
                .rst_n      (rst_n),
                .reset      (pe_reset),
                .in_top     (in_top_arr     [idx][idy]),
                .in_left    (in_left_arr    [idx][idy]),
                .out_bot    (out_bot_arr    [idx][idy]),
                .out_right  (out_right_arr  [idx][idy]),
                .out_sum    (out_sum_arr    [idx][idy])
            );
        end
    end
endgenerate
endmodule
module PE (
    clk,
    rst_n,
    reset,
    in_top,
    in_left,
    out_bot,
    out_right,
    out_sum
);
input clk;
input rst_n;
input reset;
input       [ 7:0]  in_top, in_left;
output reg  [ 7:0]  out_bot, out_right;
output reg  [31:0]  out_sum;
always @(posedge clk or negedge rst_n) begin
    if (!rst_n)     out_sum <= 0;
    else if (reset) out_sum <= 0;
    else            out_sum <= out_sum + in_top * in_left;
end
always @(posedge clk or negedge rst_n) begin
    if (!rst_n)     out_bot <= 0;
    else            out_bot <= in_top;
end
always @(posedge clk or negedge rst_n) begin
    if (!rst_n)     out_right <= 0;
    else            out_right <= in_left;
end
endmodule
### flow/run.sh
#!/bin/bash
# OpenROAD 26Q1-2900-gdf79404cd8, Yosys 0.63+post, stock flow scripts
make -C /OpenROAD-flow-scripts/flow DESIGN_CONFIG=/design/flow/config.mk WORK_HOME=/design/flow/orfs finish
### flow/config.mk
export PLATFORM = sky130hd
export DESIGN_NAME = TPU
export DESIGN_NICKNAME = TPU
export VERILOG_FILES = /design/flow/design.v
export SDC_FILE = /design/flow/constraint.sdc
export NUM_CORES = 4
export LEC_CHECK = 1
export CORE_UTILIZATION = 30
### flow/constraint.sdc
current_design TPU

set clk_period 12.4
set clk_io_pct 0.2

create_clock -name clk0 -period $clk_period [get_ports {clk}]

set non_clock_inputs [all_inputs -no_clocks]
set_input_delay [expr $clk_period * $clk_io_pct] -clock clk0 $non_clock_inputs
set_output_delay [expr $clk_period * $clk_io_pct] -clock clk0 [all_outputs]
==> flow_summary_export.csv <==
group,metric,value,unit
status,status,"complete, no violations",
synthesis,synth-compound-area-share,0.1114,
global_route,grt.overflow.total,0,
routing,route.detailed.wl_per_inst,16.64,µm
place,placed_cells,13340,
floorplan,die_x,541.4,µm
global_route,antenna_found_initial,11,
timing,layout_setup_ws,3935,ps
critical_path,critPathLaunchType,"flop",
global_route,grt_pass1_vias,62420,
synthesis,yosys_warnings,6,
timing,skew,33.89,ps
clock_tree,htree_levels,3,
synthesis,syn_inst,9351,
timing,fin_crit,8465,ps
place,dpl.hpwl,176400,µm
synthesis,ys_ff,917,
critical_path,critPathMaxStageDelay,890,ps
floorplan,coreArea,0.2886,mm²
clock_tree,cts_buffers,101,
global_route,grt_util_all_layers,0.1601,
routing,viasPerCell,4.755,
critical_path,r2r_cells,22,
critical_path,r2r_end,"genblk7[0].genblk1[2].pe.out_sum[18]$_DFF_PN0_",
synthesis,ys_seq_frac,0.2630,
timing,final-hold-violation-count,0,
floorplan,pin_count,463,
routing,drt_first_pass_iters,13,
critical_path,critPathArrivalTime,5990,ps
synthesis,syn_area_per_cell,9.333,µm²
timing,whs,342.0,ps
clock_tree,clk-insertion-delay-late,740,ps
routing,ant_nets,0,
run,warnings,210,
timing,fmax,118.1,MHz
floorplan,dieArea,0.2931,mm²
layout,post_layout_nonfiller_instances,13540,
clock_tree,ctsHoldBuffers,0,
critical_path,rrSetupSlack,4940,ps
power,peakVddDrop,106.6,µV
layout,drive_gt1_frac,0.03409,
timing,min_period_over_period,0.6827,
routing,route.vias.total,64370,
timing,setup_viol,0,
synthesis,synth-edff-count,0,
synthesis,async_flop_share,1.000,
clock_tree,postCtsSetupBuffers,0,
critical_path,critPathKind,"reg2out",
routing,drt-total-wl,225300,µm
critical_path,critPathRequiredTime,9920,ps
critical_path,r2r-start,"genblk7[0].genblk1[1].pe.out_right[2]$_DFF_PN0_",
power,leakage,50.80,nW
min_path,min_to,"in_left_buf_arr[3][1]$_DFF_PN0_",
critical_path,crit_path_cell_trace,"nand2_1, fa_1, inv_1, ha_1, ha_1, inv_1, fa_1, inv_1, ha_1, a21o_1, a21oi_1, o21ai_0, or3_1, a32o_1, o221a_2, nor2_1, xnor2_1, clkdlybuf4s50_1",
synthesis,simple_gate_share,0.1781,
place,numPortBuffers,266,
run,cap_violations,0,
min_path,min_path_type,"reg2reg",
clock_tree,root_buffer,"clkbuf_16",
place,pre_cts_ws,4698,ps
routing,drc,0,
floorplan,die_h,541.4,µm
synthesis,synth-main-ff-cell,"dfrtp_1",
timing,max_slew.worst_pin.slew,885.3,ps
timing,slew_headroom,0.3929,
timing,tns,0,ps
clock_tree,path_clk_slew,60,ps
global_route,grt_first_pass_wirelength,358700,µm
synthesis,yosys_cells,9351,
synthesis,synth_cell_type_count,101,
clock_tree,cts_tree,"built",
synthesis,netlist_area,0.08727,mm²
layout,fillers,29130,
floorplan,initCoreUtil,0.3024,
min_path,holdPathStages,0,
synthesis,mux_share,0.01748,
routing,first_iter_violations,3844,
synthesis,fa_ha_area_frac,0.2994,
global_route,grt_max_degree,129,
power,fin_total_pwr,0.006470,W
place,place_congestion,0.9044,
timing,rsz0062_at_grt,"no",
min_path,worstHoldStart,"in_left_buf_arr[2][1]$_DFF_PN0_",
synthesis,ys_sh_xor,0.06272,
layout,area_growth,12.19,%
clock_tree,cts_resized,0,
critical_path,critPathCaptureType,"output port",
synthesis,top_logic_kind,"adder cells",
synthesis,yosysChipArea,0.08727,mm²
critical_path,crit_fanout,23,
timing,slew_violations,0,
clock_tree,clockBufferDepth,3,
critical_path,cpMaxStageDelayCell,"dfrtp_1",
power,powerDensity,66.08,mW/mm²
clock_tree,clock-sinks,917,
floorplan,rows,197,
[worst max path at each step]
stage                          from     endpoint  slack, ps  depth (start not counted)
CTS           subcnt[2]$_DFFE_PN0P_  C_index[13]       3870                         18
global route  subcnt[1]$_DFFE_PN0P_  C_index[13]       3570                         18
finish        subcnt[2]$_DFFE_PN0P_  C_index[13]       3930                         18
[cell type report]
type | count | area (µm²) | area share
Tap cell | 3880 | 4855 | 0.04958
Clock buffer | 130 | 2808 | 0.02868
Multi-Input combinational cell | 6999 | 58730 | 0.5998
Timing Repair Buffer | 324 | 3166 | 0.03233
Inverter | 1224 | 4594 | 0.04692
Antenna cell | 5 | 12.51 | 0.0001278
Sequential cell | 917 | 22960 | 0.2345
Clock inverter | 58 | 794.5 | 0.008115
[logic make-up (layout without fill, tap and decap cells)]
logic type,Yosys count,in the layout
buffers and inverters,1502,1736
other,1,73
DFF,917,917
and+or+nand+nor,3023,3023
muxes,150,150
adders and majority gates,1678,1678
xor gates and xnor gates,625,625
AOI/OAI and AO/OA,1455,1455
[cells in the mapped netlist (75+ instances only)]
cell type	instances	area, µm²
a21o_1	145	1089
a21oi_1	422	2112
a222oi_1	128	1281
and2_1	939	5874
and3_1	75	469.2
clkbuf_1	186	698.2
dfrtp_1	915	22900
fa_1	684	13690
ha_1	994	12440
inv_1	1224	4594
mux2i_1	131	1311
nand2_1	607	2278
nand2b_1	84	525.5
nand3_1	211	1056
nor2_1	641	2406
nor2b_1	93	581.8
nor3_1	114	570.6
o21ai_0	316	1582
xnor2_1	394	3451
xor2_1	231	2023
[metrics by stage]
| step | utilization | area (µm²) |
|---|---|---|
| global placement | 0.3267 | 94300 |
| floorplan | - | 87520 |
| CTS | 0.3392 | 97900 |
| finish | 0.3392 | 97910 |
| detailed placement | 0.3267 | 94300 |
| global route | 0.3392 | 97900 |
[sequential cells by signal (all words and copies together) (netlist names), 9 cells and up]
name / flops
genblk7.genblk1.pe.out_right: 96
genblk7.genblk1.pe.out_sum: 512
in_left_buf_arr: 80
in_top_buf_arr: 80
genblk7.genblk1.pe.out_bot: 96
tile_cycle: 9
[placed cells by master, fill, tap and decap left out, drive strengths merged, types with 20 or more instances in the layout]
master,count
nor2,641
or2,26
nand2,607
nor3,115
o31ai,37
clkbuf,130
a21oi,423
and2,939
nand4,65
and4,24
o211ai,37
nand2b,84
and3,76
inv,1234
o21a,56
clkdlybuf4s50,265
a222oi,128
ha,994
conb,68
clkinv,21
nor2b,93
a2111oi,20
xnor2,394
nand3,211
buf,59
fa,684
o21bai,44
a31oi,31
or3,70
xor2,231
mux2i,131
a211oi,55
o21ai,327
nor4,26
dfrtp,915
a21o,146
[where the power goes]
group          leakage (nW)  total (W)  switching, W  internal [W]
Sequential             12.8    0.00302     0.0000173       0.00300
Clock                  1.74    0.00330       0.00137       0.00193
Combinational          36.3   0.000157      0.000101     0.0000555
Total                  50.8    0.00647       0.00149       0.00498
[worst max-delay path, delay by kind of cell (launching register included)]
family	cells	cell delay [ps]
adder cells (fa/ha/maj)	5	1830
AND-OR/OR-AND	5	1150
flip-flops	1	890
AND/OR/NAND/NOR	3	650
buffers and inverters	4	600
XOR/XNOR	1	130
[layer usage]
metal,vias up,track usage,wire (µm)
met4,8,0.02813,5276
met5,-,0.003945,198
met3,208,0.04637,18050
li1,31510,-,-
met1,31130,0.2417,105400
met2,1515,0.2342,96380
Power is estimated from default activity; no workload was simulated.
